<file path="./config.mk">
export PLATFORM = sky130hd
export DESIGN_NAME = Control_Unit
export DESIGN_NICKNAME = Control_Unit
export VERILOG_FILES = /design/flow/design.v
export SDC_FILE = /design/flow/constraint.sdc
export NUM_CORES = 4
export LEC_CHECK = 1
export CORE_UTILIZATION = 30
</file>
<file path="./constraint.sdc">
current_design Control_Unit

set clk_period 1.6
set clk_io_pct 0.2

create_clock -name clk0 -period $clk_period [get_ports {clk}]

set non_clock_inputs [all_inputs -no_clocks]
set_input_delay [expr $clk_period * $clk_io_pct] -clock clk0 $non_clock_inputs
set_output_delay [expr $clk_period * $clk_io_pct] -clock clk0 [all_outputs]
</file>
<file path="./design.v">
module dff #(
    parameter WIDTH = 1
) (
    input [WIDTH-1:0] d,
    output reg [WIDTH-1:0] q,
    input clk,
    input rst_b
);
    always @(posedge clk, negedge rst_b) begin
        if (rst_b == 0) begin
            q <= 0;
        end else begin
            q <= d;
        end
    end
endmodule
module Control_Unit(
    input[31:0] inst,
    output reg [4:0] rs1_num4,
    output reg [4:0] rs2_num4,
    output reg [4:0] rd_num4,
    output reg [31:0] immSmall,
    output reg [3:0] alu_control,
    input clk,
    input rst_b
);
    reg[6:0] opcode;
    reg[2:0] funct3;    
    reg[6:0] funct7;
    reg bool = 1'b0;
    reg [4:0] rd_num;
    reg [4:0] rd_num1;
    reg [4:0] rd_num2;
    reg [4:0] rd_num3;
    dff #(5) rd_num1_dff (
        .d(rd_num),
        .q(rd_num1),
        .clk(clk),
        .rst_b(rst_b)
    );
    dff #(5) rd_num2_dff (
        .d(rd_num1),
        .q(rd_num2),
        .clk(clk),
        .rst_b(rst_b)
    );
    dff #(5) rd_num3_dff (
        .d(rd_num2),
        .q(rd_num3),
        .clk(clk),
        .rst_b(rst_b)
    );
    dff #(5) rd_num4_dff (
        .d(rd_num3),
        .q(rd_num4),
        .clk(clk),
        .rst_b(rst_b)
    );
    reg [4:0] rs1_num;
    reg [4:0] rs1_num1;
    reg [4:0] rs1_num2;
    reg [4:0] rs1_num3;
    dff #(5) rs1_num1_dff (
        .d(rs1_num),
        .q(rs1_num1),
        .clk(clk),
        .rst_b(rst_b)
    );
    dff #(5) rs1_num2_dff (
        .d(rs1_num1),
        .q(rs1_num2),
        .clk(clk),
        .rst_b(rst_b)
    );
    dff #(5) rs1_num3_dff (
        .d(rs1_num2),
        .q(rs1_num3),
        .clk(clk),
        .rst_b(rst_b)
    );
    dff #(5) rs1_num4_dff (
        .d(rs1_num3),
        .q(rs1_num4),
        .clk(clk),
        .rst_b(rst_b)
    );
    reg [4:0] rs2_num;
    reg [4:0] rs2_num1;
    reg [4:0] rs2_num2;
    reg [4:0] rs2_num3;
    dff #(5) rs2_num1_dff (
        .d(rs2_num),
        .q(rs2_num1),
        .clk(clk),
        .rst_b(rst_b)
    );
    dff #(5) rs2_num2_dff (
        .d(rs2_num1),
        .q(rs2_num2),
        .clk(clk),
        .rst_b(rst_b)
    );
    dff #(5) rs2_num3_dff (
        .d(rs2_num2),
        .q(rs2_num3),
        .clk(clk),
        .rst_b(rst_b)
    );
    dff #(5) rs2_num4_dff (
        .d(rs2_num3),
        .q(rs2_num4),
        .clk(clk),
        .rst_b(rst_b)
    );
    always @(posedge clk) begin
        opcode = inst[6:0];
        case(opcode)
        'h33: begin
            rs1_num <= inst[19:15];
            rs2_num <= inst[24:20];
            rd_num <= inst[11:7];
            funct3 = inst[14:12];
            funct7 = inst[31:25];
            if (funct3 == 0 && funct7 == 0) begin
                alu_control <= 4'b0010;
            end
            if (funct3 == 0 && funct7 == 32) begin
                alu_control <= 4'b0100;
            end
            if (funct3 == 1 && funct7 == 0) begin
                alu_control <= 4'b0001;
            end
            if (funct3 == 2 && funct7 == 0) begin
                alu_control <= 4'b0101;
            end
            if (funct3 == 3 && funct7 == 0) begin
                alu_control <= 4'b0111;
            end
            if (funct3 == 4 && funct7 == 0) begin
                alu_control <= 4'b0110;
            end
        end
        'h13: begin
            rs1_num <= inst[19:15];
            rs2_num <= {5{1'b0}};
            rd_num <= inst[11:7];
            funct3 = inst[14:12];
            immSmall <= {{20{inst[31]}}, inst[31:20]};
            if (funct3 == 0) begin
                alu_control <= 4'b0010;
            end
            if (funct3 == 1) begin
                alu_control <= 4'b0001;
                immSmall <= {{27{1'b0}}, immSmall[4:0]};
            end
            if (funct3 == 2) begin
                alu_control <= 4'b0101;
            end
            if (funct3 == 3) begin
                alu_control <= 4'b0111;
            end
            if (funct3 == 4) begin
                alu_control <= 4'b0110;
            end
            if (funct3 == 5) begin
                if (immSmall[10] == 0) begin
                    alu_control <= 4'b1000;
                    immSmall <= {{27{1'b0}}, immSmall[4:0]};
                end
            end
            if (funct3 == 5) begin
                if (immSmall[10] == 1) begin
                    alu_control <= 4'b1001;
                    immSmall <=  {{27{1'b0}}, immSmall[4:0]};
                end
            end
            if (funct3 == 6) begin
                alu_control <= 4'b0011;
            end
            if (funct3 == 7) begin
                alu_control <= 4'b0000;
            end
        end
        'h03: begin
            rs1_num <= inst[19:15];
            rs2_num <= {5{1'b0}};
            rd_num <= inst[11:7];
            funct3 = inst[14:12];
            immSmall <= {{20{inst[31]}}, inst[31:20]};
            alu_control <= 4'b1101;
        end
        'h23: begin
            rs1_num <= inst[19:15];
            rs2_num <= inst[24:20];
            funct3 = inst[14:12];
            immSmall <= {{20{inst[31]}}, inst[31:25], inst[11:7]};
            alu_control <= 4'b1100;
        end
        'h63: begin
            rs1_num <= inst[19:15];
            rs2_num <= inst[24:20];
            funct3 = inst[14:12];
            immSmall <= {{19{inst[31]}}, inst[31], inst[7], inst[30:25], inst[11:8], {1{1'b0}}};
            alu_control <= 4'b1111;
        end
        'h6F: begin
            rd_num <= inst[11:7];
            immSmall <= {{11{inst[31]}}, inst[31], inst[19:12], inst[20], inst[30:21], {1{1'b0}}};
            alu_control <= 4'b1011;
        end
        'h37: begin
            immSmall <= {inst[31:12], {12{1'b0}}};
            rd_num <= inst[11:7];
            rs1_num <= {5{1'b0}};
            rs2_num <= {5{1'b0}};
            alu_control <= 4'b0010;
        end
        'h67: begin
            rs1_num <= inst[19:15];
            rs2_num <= {5{1'b0}};
            rd_num <= inst[11:7];
            funct3 = inst[14:12];
            immSmall <= {{20{inst[31]}}, inst[31:20]};
            alu_control <= 4'b1010;
        end
        'h17: begin
            immSmall <= {inst[31:12], {12{1'b0}}};
            rd_num <= inst[11:7];
            rs1_num <= {5{1'b0}};
            rs2_num <= {5{1'b0}};
            alu_control <= 4'b1110;
        end
        default: begin
            rs1_num <= 0;
            rs2_num <= 0;
            rd_num <= 0;
            immSmall <= 0;
            alu_control <= 4'b1111;
        end
        endcase
    end
endmodule
</file>
<file path="./run.sh">
#!/bin/bash
# OpenROAD 26Q1-2900-gdf79404cd8, Yosys 0.63+post, stock flow scripts
make -C /OpenROAD-flow-scripts/flow DESIGN_CONFIG=/design/flow/config.mk WORK_HOME=/design/flow/orfs finish
</file>
==> impl_metrics.yaml <==
# implementation run metrics
synth:
  yosysUniqueCellTypes: 54
  ys_ff: 111
  largest_area_cell: "edfxtp_1"
  xor_share_pct: 0.210
  aoi_share_pct: 11.7
  synthAdderAreaFrac_pct: 0
  avgSynthCellArea_um2: 14.1
  edf_count: 51
  ys_cells: 295
  ys_warn_count: 2
  synth_area_um2: 4160
  ff_type: "dfrtp_1"
  simple_gate_share_pct: 12.8
  synthTopCellsByArea: "edfxtp_1 37%, dfrtp_1 36%, and2_1 3.5%"
  synth_async_sr_flop_share_pct: 54.1
  syn_inst: 295
  ys_top_logic_family: "simple AND/OR/NAND/NOR gates"
  yosysChipArea_um2: 4160
  netlist.area_leader.share_pct: 36.8
  mux_share_pct: 0.240
  ys_seq_share_pct: 72.9
pwr:
  p_total_uw: 5560
  swShare_pct: 21.6
  clkPwrFrac_pct: 36.3
  p_leak_uw: 0.00287
  p_seq_share_pct: 54.8
  p_per_area_nw_per_um2: 894
  peakVddDrop_mv: 0.481
  pwr-share-comb_pct: 8.9
  p_int_uw: 4360
  p_sw_uw: 1200
placement:
  dpl.hpwl_mm: 7.10
  io_buffer_count: 84
  place_congestion: 0.900
  pre_cts_ws_ns: -0.830
  post_dp_cell_area_um2: 5740
die:
  dieArea_um2: 14400
  die_h_um: 120
  core_area_um2: 13400
  row_count: 42
  fp-utilization_pct: 31.1
  die_w_um: 120
  ios: 85
sta:
  rsz0062_at_grt: "yes"
  finalCritPeriodShare_pct: 96.4
  post-route-min-period_ns: 1.54
  drv_slew: 0
  final-setup-viol-count: 0
  worst_pin_slew_ns: 0.431
  timing.final.ws_setup_ns: 0.0583
  hold_violations: 0
  fmax_mhz: 649
  slew_headroom_pct: 71.3
  finClkSkew_ns: 0.00798
worst_setup_path:
  cp-start-kind: "primary input"
  path_delay_family: "buffers and inverters"
  crit_arrival_ns: 1.65
  r2r_end: "alu_control[0]"
  critical_path.cell_chain: "buf_2 -> buf_4 -> or3_4 -> nor3_4 -> clkinvlp_4 -> buf_12 -> buf_16"
  reg2reg_depth: 5
  crit_type: "primary input to register"
  slowest_stage: "or3_4"
  cp_max_fo: 13
  end_kind: "register"
  path_buffers: 5
  crit_required_ns: 1.70
  path_depth: 7
  regToRegStartpoint: "immSmall[10]"
  max_stage_delay_ns: 0.40
  rrSetupSlack_ns: 0.18
  crit_path_start: "inst[3]"
  endpoint: "immSmall[25]"
global_routing:
  grt_pass1_vias: 2846
  antenna_found_initial: 0
  grt_max_degree: 42
  grt.overflow.total: 0
  track_usage_pct: 14.7
  grt_pass1_wl_mm: 15.2
route:
  drt_iter0_markers: 204
  drt_first_pass_iters: 4
  wirelength_mm: 9.63
  diodes: 0
  wl_per_cell_um: 15.0
  routed_via_density: 4.49
  drc: 0
  via_count: 2878
  drtAntennaViolNets: 0
run_status:
  status: "complete, no violations"
clocking:
  htreeDepth: 3
  clock_latency_ns: 0.34
  cts_root_buf: "clkbuf_16"
  cts_sinks: 111
  numCtsBuffers: 9
  cts_tree: "yes"
  cts_buffer_depth: 2
  path_clk_slew_ns: 0.07
run:
  warnings: 27
  maxCapViolCount: 0
hold_path:
  min_path_type: "register to register"
final_layout:
  design_area_um2: 6230
  drive_gt1_share_pct: 27.3
  postLayoutCoreUtil_pct: 46.5
  syn_to_final_growth_pct: 49.6
==> synthesized netlist by cell type, types with 3 or more instances <==
library cell	number
nand2_1	22
a21o_1	14
o21ai_0	17
edfxtp_1	51
buf_2	4
o211ai_1	3
nor2_1	13
clkbuf_1	6
dfrtp_1	60
a22oi_1	3
inv_1	7
nand3_1	9
and2_1	23
nor2b_1	6
a211o_1	3
a21oi_1	7
and3b_1	3
==> worst register-to-register path, cell delays in order, from the launching register on <==
cell,delay [ns]
edfxtp_1,0.43
buf_4,0.17
nand2b_1,0.05
a31o_2,0.24
o221a_2,0.27
o41ai_1,0.06
==> worst min-delay path by stage <==
stage | start | to | slack (ns) | depth (start not counted)
4_1_cts | rs2_num[4] | rs2_num1_dff.q[4] | 0.35 | 0
5_1_grt | rs2_num[2] | rs2_num1_dff.q[2] | 0.35 | 0
6_report | rd_num[4] | rd_num1_dff.q[4] | 0.35 | 0
==> kinds of logic after synthesis <==
kind of cell,Yosys count
flip-flops,111
XOR/XNOR,1
AND-OR/OR-AND,66
AND/OR/NAND/NOR,95
buffers and inverters,21
multiplexers,1
==> cell type report <==
cell class                 count  area, µm²
fill                        1211       7170
clock buffer                   9        225
sequential                   111       3030
clock inverter                 7       45.0
inverter                       8       33.8
multi-input combinational    163       1140
timing repair buffer         167       1530
tap                          176        220
==> sequential cells by signal, indices dropped and copies added (netlist names) <==
| name | cells |
|---|---|
| rs1_num1_dff.q | 5 |
| rd_num2_dff.q | 5 |
| rd_num1_dff.q | 5 |
| rs1_num3_dff.q | 5 |
| rd_num4_dff.q | 5 |
| rs2_num4_dff.q | 5 |
| alu_control | 4 |
| immSmall | 32 |
| rs2_num2_dff.q | 5 |
| rd_num3_dff.q | 5 |
| rs1_num | 5 |
| rs1_num2_dff.q | 5 |
| rs2_num3_dff.q | 5 |
| rd_num | 5 |
| rs1_num4_dff.q | 5 |
| rs2_num | 5 |
| rs2_num1_dff.q | 5 |
==> layer usage <==
metal  wire (µm)  part of all wire [%]  GRT usage, %  vias to the layer above
met3         536                   5.6          3.98                        6
met2        4700                    49          23.2                       78
met1        4320                    45          22.0                     1390
li1            -                     -             -                     1404
met4          70                  0.73          1.33                        0
met5           0                     0             0                        -
==> power by group through the flow <==
stage	sequential (µW)	combinational [µW]	clock, µW
finish	3050	497	2020
global route	3050	543	2190
CTS	3050	502	2090
==> cells in the final DEF (no fill, tap or decap), types with 7 or more instances in the layout <==
master / n
nand2_1: 21
a21oi_1: 7
buf_4: 73
o21ai_0: 13
nor2_1: 10
and2_1: 23
nand3_1: 9
clkdlybuf4s50_1: 73
edfxtp_1: 51
clkbuf_16: 9
dfrtp_1: 60
a21o_1: 14
==> per-stage QoR <==
stage / std cells / hold WS [ns] / setup TNS [ns]
after floorplan: 295 / 0.0244 / -3.07
after global placement: 612 / 0.278 / -62.79
after detailed placement: 612 / 0.283 / -63.91
after CTS: 641 / 0.345 / 0
after global routing: 641 / 0.346 / -0.0245
final: 641 / 0.345 / 0
==> what timing repair did <==
| item | 4_1_cts | 5_1_grt |
|---|---|---|
| setup buffers | 11 | 1 |
| pin swaps | 8 | 4 |
| gates cloned | 2 | 0 |
| hold endpoints to repair | 19 | 0 |
| setup endpoints to repair | 103 | 51 |
| hold buffers | 1 | 0 |
| gates resized | 41 | 8 |
Power figures rest on the tool's default switching activity, not on a simulated workload.
